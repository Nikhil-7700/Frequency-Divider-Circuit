`./design.v`:
```
module clkDivide7_dut(
  input clk, rst,
  output clkDivide7
);
  reg clkDivide7_reg;
  reg [2:0] cnt; 
  always @(posedge clk or negedge rst) begin
    if (!rst)  begin
      clkDivide7_reg <= 0;
      cnt <= 6;
    end
    else if (cnt != 6) begin
      cnt <= cnt + 1;
    end
    else if (cnt == 6) begin
      clkDivide7_reg <= !clkDivide7_reg;
      cnt <= 0;
    end
  end
  always @(negedge clk) begin
    if (cnt == 3) begin
      clkDivide7_reg <= !clkDivide7_reg;
    end
  end
  assign clkDivide7 = clkDivide7_reg;
endmodule
```
`./run.sh`:
```
#!/bin/bash
# OpenROAD 26Q1-2900-gdf79404cd8, Yosys 0.63+post, stock flow scripts
make -C /OpenROAD-flow-scripts/flow DESIGN_CONFIG=/design/flow/config.mk WORK_HOME=/design/flow/orfs finish
```
`./config.mk`:
```
export PLATFORM = sky130hd
export DESIGN_NAME = clkDivide7_dut
export DESIGN_NICKNAME = clkDivide7_dut
export VERILOG_FILES = /design/flow/design.v
export SDC_FILE = /design/flow/constraint.sdc
export NUM_CORES = 4
export LEC_CHECK = 1
export CORE_AREA = 10 10 70 70
export DIE_AREA = 0 0 80 80
```
`./constraint.sdc`:
```
current_design clkDivide7_dut

set clk_period 2.0
set clk_io_pct 0.2

create_clock -name clk0 -period $clk_period [get_ports {clk}]

set non_clock_inputs [all_inputs -no_clocks]
set_input_delay [expr $clk_period * $clk_io_pct] -clock clk0 $non_clock_inputs
set_output_delay [expr $clk_period * $clk_io_pct] -clock clk0 [all_outputs]
```
==> out/metrics.csv <==
metric,value,unit
synth_flops,5,
ys_sh_aoi,4.79,%
ys_sh_mux,0,%
top_logic_kind,simple AND/OR/NAND/NOR gates,
ys_seq_share,63.5,%
yosysWarnings,1,
synth_xor_xnor_area_share,4.19,%
ys_cells,17,
synth_cell_type_count,12,
status,aborted with a tool error,
simple_gate_area_share,14.4,%
yosysChipArea,209,µm²
error_line,ERROR: Found 1 problems in 'check -assert'.,
adder_share,5.99,%
stop_stage,synthesis (1_2_yosys),
-- cells by family after synthesis --
kind of cell               after synthesis
and+or+nand+nor                          4
buffers and inverters                    4
DFF                                      5
adders and majority gates                1
xor gates and xnor gates                 1
AOI/OAI and AO/OA                        2
-- synthesized netlist by cell type, drive strengths merged --
cell type / instances / area share, %
xnor2: 1 / 4.2
nand3b: 1 / 3.6
dfrtp: 2 / 24
or3b: 1 / 4.2
inv: 4 / 7.2
nor2b: 1 / 3.0
o21ai: 1 / 2.4
edfxtp: 1 / 14
a21oi: 1 / 2.4
ha: 1 / 6.0
and2: 1 / 3.6
dfstp: 2 / 25
