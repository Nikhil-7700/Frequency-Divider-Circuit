$ cat ./run.sh
#!/bin/bash
# OpenROAD 26Q1-2900-gdf79404cd8, Yosys 0.63+post, stock flow scripts
make -C /OpenROAD-flow-scripts/flow DESIGN_CONFIG=/design/flow/config.mk WORK_HOME=/design/flow/orfs finish
$ cat ./config.mk
export PLATFORM = sky130hd
export DESIGN_NAME = clkDividerN
export DESIGN_NICKNAME = clkDividerN
export VERILOG_FILES = /design/flow/design.v
export SDC_FILE = /design/flow/constraint.sdc
export NUM_CORES = 4
export LEC_CHECK = 1
export CORE_AREA = 10 10 93 93
export DIE_AREA = 0 0 103 103
$ cat ./constraint.sdc
current_design clkDividerN

set clk_period 2.9
set clk_io_pct 0.2

create_clock -name clk0 -period $clk_period [get_ports {clk}]

set non_clock_inputs [all_inputs -no_clocks]
set_input_delay [expr $clk_period * $clk_io_pct] -clock clk0 $non_clock_inputs
set_output_delay [expr $clk_period * $clk_io_pct] -clock clk0 [all_outputs]
$ cat ./design.v
module clkDividerN(
  input clk, rst,
  input [7:0] N,
  output clkOut
);
  reg pos_signal, neg_signal;
  reg [7:0] cnt;
  always @(posedge clk or negedge rst) begin
    if (!rst) cnt <= 0;
    else begin
      if (cnt == N - 1) cnt <= 0;
      else cnt <= cnt + 1;
    end
  end
  always @(posedge clk or negedge rst) begin
    if (!rst) pos_signal <= 0;
    else begin
      if (cnt == (N-1)>>1) pos_signal <= 1'b1;
      else if (cnt == N-1) pos_signal <= 1'b0;
    end
  end
  always @(negedge clk or negedge rst) begin
    if (!rst) neg_signal <= 0;
    else if (N[0]) neg_signal <= pos_signal;
  end
  assign clkOut = pos_signal | neg_signal;
endmodule
==> metrics.csv <==
stage,metric,value,unit
routing,vias,696,
global_route,grt_pass1_vias,686,
worst_setup_path,slowest_delay,0.34,ns
routing,n_antenna_cell,0,
worst_setup_path,path_max_fanout,2,
worst_setup_path,worstSetupEndpointType,output pin,
worst_setup_path,slowest_stage,dfrtn_1,
routing,remaining_drc_errors,0,
worst_setup_path,startpoint_type,flop,
clock_network,clkTransAtPathRegs,0.04,ns
global_route,grt_max_degree,10,
run_status,violations,negative setup slack,
synth,common_cells,"xnor2_1, dfrtp_1, nor2_1, xor2_1, nand3_1",
synth,top_logic_kind,XOR/XNOR gates,
routing,drt_iter0_markers,21,
synth,syn_area,862,sq um
worst_setup_path,path_delay_family,flip-flops,
clock_network,clockRootBuffer,clkbuf_8,
synth,area_leaders,"dfrtp_1, xnor2_1, xor2_1",
floorplanning,io_pins,11,
place,placedInstanceArea,1110,sq um
place,io_buffers,10,
global_route,grtUsageMet2,6.58,%
place,place_inst,184,
synth,yosysTopAreaCellShare,26.1,%
synth,ys_ff,10,
global_route,groute.usage.overall,4.07,%
synth,synth-async-reset-ratio,100,%
timing,rsz0062_at_grt,true,
floorplanning,die_w,103,um
synth,top_cell,xnor2_1,
worst_setup_path,critical_path_required,2.32,ns
finish,drive_above_1_share,19.4,%
timing,skew,0.0209,ns
timing,maxSlewViolCount,0,
pwr,p_leak,0.424,nW
pwr,power.total,832,uW
worst_setup_path,cp-startpoint,neg_signal,
synth,synth_cells,91,
clock_network,clock_latency,0.25,ns
finish,fin_cells,188,
synth,ys_chip_area,862,sq um
worst_setup_path,r2r-start,pos_signal,
synth,mux_share,1.31,%
routing,first_pass_iters,4,
finish,n_fill_cell,760,
clock_network,tritoncts,done,
worst_setup_path,crit_chain,or2_4 -> buf_2,
clock_network,hold_buffers,0,
global_route,groute.layer.met1.usage,5.55,%
synth,yosysTopAreaCell,dfrtp_1,
synth,yosysWarningCount,1,
synth,synth-xor-area-share,28.6,%
global_route,use_met3,1.02,%
clock_network,htree_levels,1,
synth,simple_gate_area_share,21.3,%
synth,flop_cell,dfrtp_1,
clock_network,cts_buffer_depth,2,
place,gp_congestion,0.876,
routing,routed_via_density,3.70,
global_route,antenna_found_initial,0,
job,warning_count,27,
job,maxCapViolations,0,
worst_setup_path,path_buffers,1,
routing,wl_per_cell,10.6,um
pwr,vdd_drop_max,0.567,mV
floorplanning,coreArea,6760,sq um
pwr,p_per_area,721,nW/um^2
global_route,grt_overflow,0,
global_route,grt_pass1_wl,3440,um
floorplanning,fp_util,12.8,%
worst_setup_path,crit_type,reg -> out,
synth,ys_sh_aoi,10.6,%
timing,worst_slack,-0.0661,ns
timing,relSlewSlack,72.8,%
synth,yosys-stat-cells,91,
synth,avgSynthCellArea,9.47,sq um
synth,ys_sh_adder,2.90,%
finish,area_growth,34.0,%
timing,worstMarginPinSlew,0.408,ns
floorplanning,placementRows,30,
floorplanning,fp.dieArea,10600,sq um
timing,final_hold_viol_count,0,
synth,ys_types,34,
finish,postLayoutCellArea,1150,sq um
global_route,busiest_layer,met2,
routing,drt-total-wl,2000,um
worst_hold_path,worstHoldStart,neg_signal,
run_status,status,finished with violations,
timing,setup_violations,1,
worst_setup_path,cp_data_arrival_time,2.39,ns
routing,antenna_left,0,
clock_network,cts_buffers,3,
place,dpl.hpwl,1640,um
synth,ys_seq_share,29.0,%
clock_network,cts_sinks,10,
synth,edf_count,0,
worst_hold_path,min_path_type,reg -> reg,
finish,utilization,17.1,%
floorplanning,die_h,103,um
-- registers in the layout, summed over array words and instances, names as in the netlist --
name        cells
cnt             8
neg_signal      1
pos_signal      1
-- per-stage QoR --
step           setup slack, ns  hold WS (ns)  TNS [ns]
3_3_place_gp            -0.217         0.445     -2.23
3_5_place_dp            -0.228         0.481     -2.35
5_1_grt                 -0.103         0.503    -0.103
2_1_floorplan            0.153         0.284         0
6_report               -0.0661         0.478   -0.0661
4_1_cts                -0.0865         0.481   -0.0865
-- repair_timing --
action / CTS / global route
buffers inserted: 0 / 0
cloned: 0 / 0
setup endpoints to repair: 1 / 9
resized: 4 / 2
pin swaps: 1 / 1
-- cells by family (layout without fill, tap and decap cells) --
| group | after synthesis | count (layout) |
|---|---|---|
| compound gates | 9 | 9 |
| xor+xnor | 25 | 25 |
| fa+ha+maj | 2 | 2 |
| buf+inv | 12 | 29 |
| flops | 10 | 10 |
| mux | 1 | 1 |
| simple gates | 32 | 32 |
-- routing by layer --
metal / share of wire, % / wire (um)
met1: 44 / 873
met2: 52 / 1030
met3: 4.7 / 93
met4: 0 / 0
met5: 0 / 0
-- power breakdown --
part / internal, mW / switching, mW
Clock: 0.0959 / 0.0505
Sequential: 0.205 / 0.107
Combinational: 0.218 / 0.157
Total: 0.519 / 0.314
-- layout by cell type, fill, tap and decap left out, types with 2 or more instances in the layout --
cell              n
xnor2_1          15
buf_4            11
dfrtp_1           9
clkdlybuf4s50_1   9
xor2_1            8
nor2_1            8
nand3_1           6
nor3_1            5
inv_1             4
clkbuf_8          3
and3_1            2
o31a_1            2
or4_1             2
xnor3_1           2
-- cell type report --
type	instances	area, sq um	area share [%]
Tap cell	80	100	8.67
Inverter	4	15.0	1.30
Sequential cell	10	250	21.7
Timing Repair Buffer	21	178	15.4
Clock buffer	4	45.0	3.90
Multi-Input combinational cell	69	567	49.1
-- path summary, 6_finish.rpt --
path	end	slack, ns	cells past startpoint
setup / recovery	clkOut	-0.07	2
hold / removal	neg_signal	0.48	1
setup reg to reg	neg_signal	0.66	1
hold reg to reg	neg_signal	0.48	1
max in group asynchronous	neg_signal	0.91	1
min in group asynchronous	cnt[3]	0.71	2
No activity file was given, so power comes from the tool's default toggle rates.
