==> flow/design.v <==
module clkDivide2_dut(
  input clk, rst,
  output clkDivide2, clkDivide4, clkDivide8, clkDivide16, clkDivide32
);
  reg clkDivide2_reg;
  reg clkDivide4_reg;
  reg clkDivide8_reg;
  reg clkDivide16_reg;
  reg clkDivide32_reg;
  always @(posedge clk or negedge rst) begin
    if (!rst) clkDivide2_reg <= 0;
    else clkDivide2_reg <= !clkDivide2_reg;
  end
  always @(posedge clkDivide2_reg or negedge rst) begin
    if (!rst) clkDivide4_reg <= 0;
    else clkDivide4_reg <= !clkDivide4_reg;
  end
  always @(posedge clkDivide4_reg or negedge rst) begin
    if (!rst) clkDivide8_reg <= 0;
    else clkDivide8_reg <= !clkDivide8_reg;
  end
  always @(posedge clkDivide8_reg or negedge rst) begin
    if (!rst) clkDivide16_reg <= 0;
    else clkDivide16_reg <= !clkDivide16_reg;
  end
  always @(posedge clkDivide16_reg or negedge rst) begin
    if (!rst) clkDivide32_reg <= 0;
    else clkDivide32_reg <= !clkDivide32_reg;
  end
  assign clkDivide2 = clkDivide2_reg;
  assign clkDivide4 = clkDivide4_reg;
  assign clkDivide8 = clkDivide8_reg;
  assign clkDivide16 = clkDivide16_reg;
  assign clkDivide32 = clkDivide32_reg;
endmodule
==> flow/run.sh <==
#!/bin/bash
# OpenROAD 26Q1-2900-gdf79404cd8, Yosys 0.63+post, stock flow scripts
make -C /OpenROAD-flow-scripts/flow DESIGN_CONFIG=/design/flow/config.mk WORK_HOME=/design/flow/orfs finish
==> flow/config.mk <==
export PLATFORM = sky130hd
export DESIGN_NAME = clkDivide2_dut
export DESIGN_NICKNAME = clkDivide2_dut
export VERILOG_FILES = /design/flow/design.v
export SDC_FILE = /design/flow/constraint.sdc
export NUM_CORES = 4
export LEC_CHECK = 1
export CORE_AREA = 10 10 70 70
export DIE_AREA = 0 0 80 80
==> flow/constraint.sdc <==
current_design clkDivide2_dut

set clk_period 1.0
set clk_io_pct 0.2

create_clock -name clk0 -period $clk_period [get_ports {clk}]

set non_clock_inputs [all_inputs -no_clocks]
set_input_delay [expr $clk_period * $clk_io_pct] -clock clk0 $non_clock_inputs
set_output_delay [expr $clk_period * $clk_io_pct] -clock clk0 [all_outputs]
==> results.py <==
# Metrics from the implementation run
metrics = {
    "outcome": {
        "status": "finished clean",
    },
    "place": {
        "port_buffers": 6,
        "placed_area_um2": 269,
        "gp_congestion": 0.720,
        "hpwl_um": 259,
        "placedCellCount": 63,
    },
    "synthesis": {
        "synth_flops": 5,
        "synth-xor-area-share_pct": 0,
        "yosysTopAreaCell": "dfrtp_1",
        "yosysUniqueCellTypes": 2,
        "edf_count": 0,
        "ys_sh_aoi_pct": 0,
        "adder_share_pct": 0,
        "syn_area_um2": 144,
        "top_cells_by_count": "5 x dfrtp_1, 5 x inv_1",
        "yosysTopAreaCellShare_pct": 87.0,
        "ys_sh_simple_pct": 0,
        "topCellsByArea": "dfrtp_1 87%, inv_1 13%",
        "ys_area_um2": 144,
        "ys_seq_share_pct": 87.0,
        "ys_warn_count": 1,
        "netlist_instances": 10,
        "topCombFamilyByArea": "buffers and inverters",
        "synth_stat.cells": 10,
        "mux_area_share_pct": 0,
        "async_flop_share_pct": 100,
        "avgSynthCellArea_um2": 14.4,
        "synthFlopType": "dfrtp_1",
    },
    "worst_setup_path": {
        "cp_slowest_cell": "dfrtp_1",
        "end_kind": "output pin",
        "arrival_ns": 0.60,
        "path_depth": 1,
        "critical_path.endpoint": "clkDivide2",
        "cp_top_family": "flip-flops",
        "r2r-start": "clkDivide2_reg",
        "startpoint": "clkDivide2_reg",
        "worstSetupPathType": "flop to output pin",
        "slowest_delay_ns": 0.36,
        "worst_setup_path_start_kind": "flop",
        "critPathMaxFanout": 2,
        "worstPathCellList": "dlygate4sd2_1",
        "critPathBufInv": 1,
        "r2r_cells": 2,
        "rrSetupSlack_ns": 0.41,
        "cp.required_ns": 0.80,
        "reg2reg_to": "clkDivide2_reg",
    },
    "floorplanning": {
        "fp_util_pct": 4.21,
        "ios": 7,
        "rows": 21,
        "chip_area_um2": 6400,
        "die_x_um": 80,
        "core_area_um2": 3420,
        "die_h_um": 80,
    },
    "final_layout": {
        "stdcell_count": 64,
        "final_util_pct": 7.91,
        "logic_area_um2": 0,
        "area_delta_synth_final_pct": 87.8,
        "comb_cells": 0,
        "drive_above_1_share_pct": 5.88,
        "final_area_um2": 270,
    },
    "final_timing": {
        "maxSlewViolCount": 0,
        "period_used_pct": 80.4,
        "hold_viol": 0,
        "finClkSkew_ns": 0,
        "slew_headroom_pct": 85.7,
        "fin_crit_ns": 0.804,
        "fmax_mhz": 1240,
        "worst_pin_slew_ns": 0.215,
        "report.final.setup_viol": 0,
        "rsz0062_at_grt": "no",
        "unclocked_regs": 4,
        "tns_ns": 0,
        "untimed_endpoints": 8,
    },
    "clocking": {
        "clock.latency.late_pin_ns": 0,
        "clk_pin_slew_worst_paths_ns": 0,
        "postCtsSetupBuffers": 0,
    },
    "global_routing": {
        "antenna_found_initial": 1,
        "grt_usage_pct": 0.929,
        "grt_overflow": 0,
        "grt_max_degree": 6,
        "grt_pass1_vias": 85,
        "grt_pass1_wl_um": 496,
    },
    "power": {
        "p_leak_uw": 0.000103,
        "p_per_area_nw_per_um2": 177,
        "ir_worst_vdd_uv": 66.0,
    },
    "routing": {
        "wire_per_inst_um": 4.31,
        "vias": 86,
        "drt_iter0_drc": 0,
        "ant_nets": 0,
        "routed_wl_um": 276,
        "dr.pass1.iters": 1,
        "drc_errors": 0,
        "viasPerCell": 1.34,
    },
    "worst_hold_path": {
        "hp-class": "primary input to asynchronous set/reset pin",
    },
    "flow_run": {
        "warning_count": 28,
        "drv_cap": 0,
    },
}
## layout by cell type, fill, tap and decap left out, drive strengths merged
cell / instances
dlygate4sd2: 1
dfrtp: 5
diode: 1
clkdlybuf4s50: 5
inv: 5
buf: 1
## metal layers
layer | routed length [um] | vias to the layer above | track usage, %
li1 | - | 42 | -
met1 | 104 | 37 | 1.14
met2 | 63 | 7 | 1.12
met3 | 108 | 0 | 1.02
met4 | 0 | 0 | 0
met5 | 0 | - | 0
## metrics by stage
step	hold slack, ns	power, uW	setup slack, ns
after floorplan	-0.0956	41.1	0.457
after global placement	0.425	47.9	-0.00368
after detailed placement	0.430	48.1	-0.0142
after global routing	0.446	48.7	0.162
after CTS	0.434	48.3	0.188
final	0.426	48.0	0.196
## worst min path at each step
stage / from / endpoint / slack, ns
4_1_cts: rst / clkDivide2_reg / 0.43
5_1_grt: rst / clkDivide2_reg / 0.45
6_report: rst / clkDivide2_reg / 0.43
## cells by family (layout without fill, tap and decap cells)
family	count (synthesis)	count (layout)
buf+inv	5	12
flops	5	5
other cells	0	1
## report_power, final
group | switching (uW) | internal, uW
Sequential | 0 | 41.0
Combinational | 3.44 | 3.48
Clock | 0 | 0.00267
## area by class of cell
cell class / count / area, um2
fill: 403 / 3150
sequential: 5 / 125
timing repair buffer: 7 / 66.3
tap: 46 / 57.6
inverter: 5 / 18.8
antenna: 1 / 2.50
## timing repair
action | CTS | global route
hold buffers | 0 | 0
resized | 1 | 0
endpoints found under the setup margin | 1 | 0
Power and IR drop assume default switching activity.
